File: flow/run.sh
#!/bin/bash
# OpenROAD 26Q1-2900-gdf79404cd8, Yosys 0.63+post, stock flow scripts
make -C /OpenROAD-flow-scripts/flow DESIGN_CONFIG=/design/flow/config.mk WORK_HOME=/design/flow/orfs finish
File: flow/constraint.sdc
current_design pipelined_mult

set clk_period 18.3
set clk_io_pct 0.2

create_clock -name clk0 -period $clk_period [get_ports {clk}]

set non_clock_inputs [all_inputs -no_clocks]
set_input_delay [expr $clk_period * $clk_io_pct] -clock clk0 $non_clock_inputs
set_output_delay [expr $clk_period * $clk_io_pct] -clock clk0 [all_outputs]
File: flow/config.mk
export PLATFORM = sky130hd
export DESIGN_NAME = pipelined_mult
export DESIGN_NICKNAME = pipelined_mult
export VERILOG_FILES = /design/flow/design.v
export SDC_FILE = /design/flow/constraint.sdc
export NUM_CORES = 4
export LEC_CHECK = 1
export CORE_UTILIZATION = 50
File: flow/design.v
 module pipelined_mult (
    input clk,
    input rst,
    input [31:0] a,
    input [31:0] b,
    output reg [63:0] p
);
    reg [15:0] a_h, a_l;
    reg [15:0] b_h, b_l;
    always @(posedge clk) begin
        if (rst) begin
            a_h <= 0; a_l <= 0; b_h <= 0; b_l <= 0;
        end else begin
            a_h <= a[31:16]; a_l <= a[15:0];
            b_h <= b[31:16]; b_l <= b[15:0];
        end
    end
    reg [31:0] p_hh, p_hl, p_lh, p_ll;
    always @(posedge clk) begin
        if (rst) begin
            p_hh <= 0; p_hl <= 0; p_lh <= 0; p_ll <= 0;
        end else begin
            p_hh <= a_h * b_h;
            p_hl <= a_h * b_l;
            p_lh <= a_l * b_h;
            p_ll <= a_l * b_l;
        end
    end
    reg [32:0] mid_sum;
    reg [31:0] p_hh_pipe, p_ll_pipe;
    always @(posedge clk) begin
        if (rst) begin
            mid_sum <= 0; p_hh_pipe <= 0; p_ll_pipe <= 0;
        end else begin
            mid_sum <= p_hl + p_lh;  
            p_hh_pipe <= p_hh;       
            p_ll_pipe <= p_ll;
        end
    end
    reg [63:0] term_high, term_mid, term_low;
    always @(posedge clk) begin
         if (rst) begin
            term_high <= 0; term_mid <= 0; term_low <= 0;
         end else begin
            term_high <= {32'b0, p_hh_pipe} << 32;
            term_mid  <= {31'b0, mid_sum}   << 16;
            term_low  <= {32'b0, p_ll_pipe};
         end
    end
    always @(posedge clk) begin
        if (rst) p <= 0;
        else p <= term_high + term_mid + term_low;
    end
endmodule 
==> flow_metrics.py <==
# Physical implementation metrics
metrics = {
    "run_status": {
        "outcome": "finished clean",
    },
    "setup_path": {
        "endpoint_kind": "flop",
        "worst-path-buf-inv": 2,
        "crit_path_frequent_cell": "fa_1",
        "r2r-start": "b_h[8]$_SDFF_PP0_",
        "crit_chain": "buf_4 > nand2_1 > fa_1 > inv_1 > fa_1 > fa_1 > fa_1 > fa_1 > fa_1 > ha_1 > nand2_1 > nor2_1 > nand4_1 > a31oi_1 > o21ai_1 > o21ai_0 > a221oi_1 > xor2_1 > nor2_1",
        "crit_start": "b_h[8]$_SDFF_PP0_",
        "crit_arrival_ns": 7.23,
        "critical_path.max_stage_delay_ns": 0.59,
        "critical_path.top_delay_family": "adder cells",
        "crit_type": "flop to flop",
        "cp_data_required_time_ns": 18.82,
        "crit_fanout": 24,
        "start_kind": "flop",
        "crit_slowest_cell": "fa_1",
    },
    "final_timing": {
        "fin_setup_tns_ns": 0,
        "fin_ws_ns": 11.59,
        "fmax_ghz": 0.149,
        "fin_crit_sh_pct": 36.6,
        "rsz0062_at_grt": "false",
        "slew_violations": 0,
        "whs_ns": 0.430,
        "slew_headroom_pct": 55.2,
        "worst_pin_slew_ns": 0.667,
        "period_needed_ns": 6.71,
        "hold_violations": 0,
        "setup_viol_count_final": 0,
        "skew_ns": 0.0487,
    },
    "clocking": {
        "cts_hold_buf": 0,
        "clk_latency_ns": 0.67,
        "cts_buffers": 50,
        "cts-root-buf": "clkbuf_16",
        "h-tree-depth": 2,
        "postCtsSetupRepairBufs": 0,
        "cts_tree": "yes",
        "ctsLongestPathBuffers": 3,
        "path_clk_slew_ns": 0.07,
        "cts_resized": 0,
        "clock_sinks": 450,
    },
    "detailed_routing": {
        "first_pass_iters": 18,
        "ant_nets": 0,
        "drc": 0,
        "num_vias": 33800,
        "drtIter0Drc": 1551,
        "vias_per_cell": 5.05,
        "wirelength_um": 113000,
        "wire_per_inst_um": 16.9,
    },
    "placed_design": {
        "place_area_um2": 51500,
        "gp_congestion": 0.952,
        "pre_cts_slack_ns": 11.70,
        "hpwlAfterDp_um": 84100,
        "portBuffers": 129,
    },
    "logic_synthesis": {
        "ys_area_um2": 49100,
        "synth-edff-count": 0,
        "async_flop_share_pct": 0,
        "synthDistinctLibCells": 87,
        "ys.flops": 450,
        "synth.yosys.seq_area_share_pct": 18.4,
        "ff_type": "dfxtp_1",
        "syn_inst": 5373,
        "netlist_area_um2": 49100,
        "yosys_warnings": 1,
        "ys_cells": 5373,
        "syn-mean-instance-area_um2": 9.13,
    },
    "run": {
        "tool_warnings": 25,
        "maxCapViolCount": 0,
    },
    "cells_and_area": {
        "syn2layout_area_growth_pct": 8.58,
        "top_regs": "p: 64 flops, mid_sum: 33 flops, term_mid: 33 flops",
        "regMostFlops": "p",
        "layout_top_cell": "inv_1",
        "design_area_um2": 53300,
        "largest_reg_flops": 64,
        "most-common-layout-cells": "913 x inv_1, 778 x fa_1, 655 x nand2_1, 481 x ha_1, 461 x and2_1",
        "final_layout_size_suffix_gt1_share_pct": 4.05,
    },
    "min_path": {
        "hold_path.class": "flop to flop",
        "hp-start": "p_hh_pipe[2]$_SDFF_PP0_",
    },
    "grt": {
        "grt_remaining_overflow": 0,
        "gr-usage-all-layers_pct": 25.5,
        "grt_pass1_wl_um": 186000,
        "grt_antenna_before_repair": 4,
        "grt_max_degree": 82,
        "grt_pass1_vias": 34200,
    },
    "pwr": {
        "powerDensity_nw_per_um2": 72.9,
        "peakVddDrop_mv": 0.0671,
        "leakage_uw": 0.0262,
    },
    "die": {
        "core_util_floorplan_pct": 50.6,
        "num_rows": 114,
        "boundaryPins": 130,
        "die_y_um": 315,
        "die_w_um": 315,
        "coreArea_um2": 97000,
        "dieArea_um2": 99400,
    },
}
final timing paths:
path / endpoint / slack (ns) / depth (start not counted)
setup / recovery: p_hh[30]$_SDFF_PP0_ / 11.59 / 19
hold / removal: term_high[34]$_SDFF_PP0_ / 0.43 / 1
setup reg to reg: p_hh[30]$_SDFF_PP0_ / 11.59 / 19
hold reg to reg: term_high[34]$_SDFF_PP0_ / 0.43 / 1
per-stage QoR:
step	util [%]	instances	power, uW
floorplan	-	5373	2330
global placement	53.1	6590	2820
detailed placement	53.1	6590	2820
CTS	54.9	6682	3920
global route	54.9	6682	4210
finish	54.9	6683	3890
synth_stat cells (12+ instances only):
cell	instances	area [um^2]
inv_1	913	3430
fa_1	778	15600
nand2_1	655	2460
ha_1	481	6020
and2_1	461	2880
dfxtp_1	450	9010
nor2b_1	279	1750
clkbuf_1	255	957
nor2_1	227	852
a21oi_1	141	706
a21o_1	100	751
o21ai_0	79	395
xnor2_1	79	692
xor2_1	70	613
nor3_1	38	190
nand3_1	36	180
a211oi_1	32	240
nand2b_1	27	169
and3_1	26	163
o21bai_1	23	173
a31oi_1	17	106
nand4_1	13	81.3
o21a_1	12	90.1
per-layer routing:
layer | track usage (%) | share of wire (%) | vias to the layer above
li1 | - | - | 16400
met1 | 40.7 | 46 | 16200
met2 | 34.9 | 42 | 1009
met3 | 10.9 | 10 | 114
met4 | 3.28 | 1.6 | 8
met5 | 0.677 | 0.11 | -
power breakdown:
group	internal, uW	total [uW]	leakage [uW]	switching [uW]
combinational	652	1660	0.0216	1000
clock	611	1070	0.000843	459
sequential	1120	1160	0.00369	40.1
area by class of cell:
class | count | area (um^2)
Fill cell | 8733 | 43700
Multi-Input combinational cell | 3748 | 35600
Sequential cell | 450 | 9010
Inverter | 913 | 3430
Timing Repair Buffer | 203 | 1850
Tap cell | 1276 | 1600
Clock buffer | 62 | 1360
Clock inverter | 30 | 393
Antenna cell | 1 | 2.50
logic make-up after synthesis:
| group | synth area share (%) |
|---|---|
| xor gates and xnor gates | 2.66 |
| muxes | 0.176 |
| buffers and inverters | 9.00 |
| AOI/OAI and AO/OA | 7.01 |
| and+or+nand+nor | 18.8 |
| adders and majority gates | 44.0 |
| DFF | 18.4 |
Power figures rest on the tool's default switching activity, not on a simulated workload.
